==> design.v <==
module mux_to_alu (
    input wire [1:0] ASel,
    input wire [1:0] BSel,
    input wire [31:0] rs1,
    input wire [31:0] rs2,
    input wire [1:0] bypass_sel_rs1,
    input wire [1:0] bypass_sel_rs2,
    input wire [31:0] mx_bypass_res,
    input wire [31:0] wx_bypass_res,
    input wire m_write_enable,
    input wire w_write_enable,
    input wire [31:0] imm,
    input wire [31:0] pc,
    input wire [4:0] shamt,
    output reg [31:0] out1,
    output reg [31:0] out2
);
always @(*) 
begin
    if (ASel == 2'b00 && BSel == 2'b00) 
    begin
        out1 = 0;
        out2[4:0] = shamt;  
        out2[31:5] = 0;  
    end
    else if (ASel == 2'b00 && BSel == 2'b01)    
    begin
        out1 = 0;
        if (bypass_sel_rs2 == 2'b01 && m_write_enable)
            out2 = mx_bypass_res;
        else if (bypass_sel_rs2 == 2'b10 && w_write_enable)
            out2 = wx_bypass_res;
        else 
            out2 = rs2;
    end
    else if (ASel == 2'b00 && BSel == 2'b10) 
    begin
        out1 = 0;
        out2 = imm;
    end
    else if (ASel == 2'b10 && BSel == 2'b00) 
    begin
        out1 = pc;
        out2[4:0] = shamt;  
        out2[31:5] = 0;
    end
    else if (ASel == 2'b10 && BSel == 2'b01)        
    begin
        out1 = pc;
        if (bypass_sel_rs2 == 2'b01 && m_write_enable) 
            out2 = mx_bypass_res;
        else if (bypass_sel_rs2 == 2'b10 && w_write_enable)
            out2 = wx_bypass_res;
        else
            out2 = rs2;
    end
    else if (ASel == 2'b10 && BSel == 2'b10)        
    begin
        out1 = pc;
        out2 = imm;
    end
    else if (ASel == 2'b11 && BSel == 2'b00)        
    begin
        if (bypass_sel_rs1 == 2'b01 && m_write_enable)
            out1 = mx_bypass_res;
        else if (bypass_sel_rs1 == 2'b10 && w_write_enable)
            out1 = wx_bypass_res;
        else 
            out1 = rs1;
        out2[4:0] = shamt;  
        out2[31:5] = 0;
    end
    else if (ASel == 2'b11 && BSel == 2'b01)        
    begin
        if (bypass_sel_rs1 == 2'b01 && m_write_enable)
            out1 = mx_bypass_res;
        else if (bypass_sel_rs1 == 2'b10 && w_write_enable)
            out1 = wx_bypass_res;
        else 
            out1 = rs1;
        if (bypass_sel_rs2 == 2'b01 && m_write_enable) 
            out2 = mx_bypass_res;
        else if (bypass_sel_rs2 == 2'b10 && w_write_enable)
            out2 = wx_bypass_res;
        else
            out2 = rs2;
    end
    else if (ASel == 2'b11 && BSel == 2'b10)        
    begin
        if (bypass_sel_rs1 == 2'b01 && m_write_enable)
            out1 = mx_bypass_res;
        else if (bypass_sel_rs1 == 2'b10 && w_write_enable)
            out1 = wx_bypass_res;
        else 
            out1 = rs1;
        out2 = imm;
    end
    else begin
        out1 = pc;
        out2 = imm;
    end
end
endmodule
==> run.sh <==
#!/bin/bash
# OpenROAD 26Q1-2900-gdf79404cd8, Yosys 0.63+post, stock flow scripts
make -C /OpenROAD-flow-scripts/flow DESIGN_CONFIG=/design/flow/config.mk WORK_HOME=/design/flow/orfs finish
==> config.mk <==
export PLATFORM = sky130hd
export DESIGN_NAME = mux_to_alu
export DESIGN_NICKNAME = mux_to_alu
export VERILOG_FILES = /design/flow/design.v
export SDC_FILE = /design/flow/constraint.sdc
export NUM_CORES = 4
export LEC_CHECK = 1
export CORE_AREA = 10 10 124 124
export DIE_AREA = 0 0 134 134
==> constraint.sdc <==
current_design mux_to_alu

set clk_period 4.5
set clk_io_pct 0.2

create_clock -name clk0 -period $clk_period

set non_clock_inputs [all_inputs -no_clocks]
set_input_delay [expr $clk_period * $clk_io_pct] -clock clk0 $non_clock_inputs
set_output_delay [expr $clk_period * $clk_io_pct] -clock clk0 [all_outputs]
==> run_results.csv <==
group,metric,value,unit
setup_path,max_stage_delay,0.63,ns
power,switching_share,37.5,%
synth,synth_area_per_cell,5.23,µm²
setup_path,critPathCaptureType,"output pin",
cells_and_area,seq_cells,0,
run_status,outcome,"complete, no violations",
cts,post_cts_buffers,0,
setup_path,cp_slowest_cell,"or2_2",
worst_hold_path,hold_path.class,"input pin to output pin",
final_timing,hold_viol_final,0,
place,placed_cell_area,5290,µm²
final_timing,slew_headroom,41.5,%
cts,ctsHoldBuffers,0,
place,port_buffers,271,
grt,first_global_vias,4506,
synth,synth_top_cell_by_area,"nand2_1",
cts,cts_resized,0,
grt,grt_max_degree,55,
detailed_routing,routedWlPerCell,19.7,µm
die,rows,41,
setup_path,cpMostUsedCell,"clkdlybuf4s50_1",
run,cap_violations,0,
power,combPwrFrac,100.0,%
cells_and_area,syn_to_final_growth,112,%
power,power.share.sequential,0,%
synth,netlist_instances,477,
power,netSwitchingPower,204,µW
setup_path,critPathArrivalTime,3.24,ns
synth,synth_cell_type_count,35,
grt,grt_antenna_before_repair,0,
final_timing,fin_crit,4.14,ns
final_timing,fmax,242,MHz
die,die_height,134,µm
die,die_w,134,µm
grt,grt_usage,18.3,%
final_timing,setup_violations,0,
detailed_routing,detail_route.drc_violations,0,
final_timing,drv_slew,0,
grt,grt_overflow_total,0,
cells_and_area,lay_top_cells,"268 x clkdlybuf4s50_1, 122 x nand2_1, 76 x o21ai_0",
power,clkPwrFrac,0,%
power,vdd_drop_max,0.0000395,V
final_timing,tightest_slew,0.878,ns
cells_and_area,drive_gt1_share,4.60,%
setup_path,setup.worst_path.start_class,"input pin",
detailed_routing,viasPerCell,5.03,
power,p_leak,2.03,nW
synth,syn-cell-area,2490,µm²
setup_path,worstSetupPathType,"input pin to output pin",
cells_and_area,final_area,5290,µm²
synth,yosys-top-cells-area,"nand2_1 18%, o21ai_0 15%, a221oi_1 11%, o21ai_1 8.8%, a21oi_1 8.2%",
detailed_routing,drtPass1Iterations,5,
grt,grt_pass1_wl,26.4,mm
die,core_area,12700,µm²
detailed_routing,ant_nets,0,
cells_and_area,layout_top_cell,"clkdlybuf4s50_1",
setup_path,crit_fanout,54,
synth,synth-warning-count,1,
power,p_int,340,µW
synth,synth_seq_share,0,%
detailed_routing,num_vias,4479,
final_timing,holdWs,2.70,ns
detailed_routing,route.antenna.diode_count,0,
setup_path,critical_path.top_delay_family,"buffers and inverters",
place,dp_hpwl,14.2,mm
cells_and_area,nClkBuffers,0,
setup_path,crit_chain,"clkdlybuf4s50_1 > nand2_2 > or2_2 > and3_1 > o21ai_1 > clkdlybuf4s50_1",
run,warning_count,32,
synth,synth_top_area_share,18.4,%
place,gp_congestion,0.889,
cells_and_area,fin_util,41.8,%
synth,yosys_area,2490,µm²
setup_path,cp.buffers_inverters,2,
setup_path,crit_required,3.60,ns
power,powerDensity,103,nW/µm²
die,initial_core_util,19.7,%
place,pre_cts_slack,0.365,ns
cells_and_area,seq_area,0,µm²
die,ios,271,
detailed_routing,detail_route.wirelength,17.6,mm
detailed_routing,drtIter0Drc,309,
die,die_area,18000,µm²
final_timing,post-route-period-util,92.0,%
final_timing,setup_slack,0.362,ns
final_timing,rsz0062_at_grt,"false",
final_timing,finalSetupTns,0,ns
synth,ys_cells,477,
## worst paths after layout
path | startpoint | to | slack, ns | cells past startpoint
setup / recovery | bypass_sel_rs2[0] | out2[28] | 0.36 | 6
hold / removal | imm[21] | out2[21] | 2.70 | 4
## synth_stat cells, drive strengths merged
cell and instances:
nand3b 2, clkbuf 26, or2 1, mux2 4, o22ai 4, xnor2 1
nor3 1, buf 23, nor2b 2, a31oi 1, inv 8, nand2b 2
and2 4, o2bb2ai 4, nand3 1, and3 28, o221ai 6, and3b 1
a221oi 32, mux2i 4, a21o 1, o21ai 120, a21oi 41, nor2 35
nand2 123, a211oi 1, a22oi 1
## per-stage QoR
step	instances	total power, mW
6_report	890	0.544
5_1_grt	890	0.593
4_1_cts	890	0.549
3_5_place_dp	890	0.546
3_3_place_gp	890	0.545
2_1_floorplan	477	0.179
## power by group through the flow
stage         Clock (mW)  Combinational [mW]  Sequential, mW
finish                 0               0.544               0
global route           0               0.593               0
CTS                    0               0.549               0
## per-layer routing
layer | up-vias | global-route usage [%] | wire length (µm)
li1 | 2214 | - | -
met1 | 2023 | 22.8 | 7300
met2 | 237 | 33.2 | 8700
met3 | 5 | 4.06 | 1510
met4 | 0 | 0.363 | 60
met5 | - | 0 | 0
## logic make-up (layout without fill, tap and decap cells)
kind of cell	after synthesis	count (layout)	share of synthesized area, %
xor gates and xnor gates	1	1	0.351
AOI/OAI and AO/OA	211	211	49.7
and+or+nand+nor	200	200	34.8
buffers and inverters	57	298	11.7
muxes	8	8	3.41
## layout make-up
type / instances / area, µm²
inverter: 8 / 30.0
timing repair buffer: 290 / 2840
fill: 1344 / 7380
multi-input combinational: 420 / 2210
tap: 172 / 215
Power figures rest on the tool's default switching activity, not on a simulated workload.
