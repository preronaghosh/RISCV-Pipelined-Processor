## ./config.mk

```make
export PLATFORM = sky130hd
export DESIGN_NAME = alu
export DESIGN_NICKNAME = alu
export VERILOG_FILES = /design/flow/design.v
export SDC_FILE = /design/flow/constraint.sdc
export NUM_CORES = 4
export LEC_CHECK = 1
export CORE_UTILIZATION = 30
```

## ./constraint.sdc

```tcl
current_design alu

set clk_period 16.8
set clk_io_pct 0.2

create_clock -name clk0 -period $clk_period

set non_clock_inputs [all_inputs -no_clocks]
set_input_delay [expr $clk_period * $clk_io_pct] -clock clk0 $non_clock_inputs
set_output_delay [expr $clk_period * $clk_io_pct] -clock clk0 [all_outputs]
```

## ./design.v

```verilog
module alu (
    input wire [31:0] inp1,  
    input wire [31:0] inp2,  
    input wire [3:0] ALUSel,
    output reg [31:0] out
);
always @(inp1 or inp2) 
begin
    case(ALUSel)
        4'b0000 :  
            out = $signed(inp1) + $signed(inp2);
        4'b0001 :
            out = $signed(inp1) - $signed(inp2);
        4'b0010 :
            out = inp1 & inp2;
        4'b0011 :
            out = inp1 | inp2;
        4'b0100 :
            out = inp1 << inp2[4:0];
        4'b0101 :
            out = inp1 >> inp2[4:0];
        4'b0110:
            out = inp1 ^ inp2;
        4'b0111:
            if($signed(inp1) < $signed(inp2)) 
            begin
                out = 32'h00000001;
            end
            else 
            begin
                out = 0;
            end
        4'b1000:
            if(inp1 < inp2) 
            begin
                out = 32'h00000001;
            end
            else 
            begin
                out = 0;
            end
        4'b1010:
            out = $signed(inp1) >>> inp2[4:0];
        default :
            out = 0;
    endcase
end
endmodule
```

## ./run.sh

```bash
#!/bin/bash
# OpenROAD 26Q1-2900-gdf79404cd8, Yosys 0.63+post, stock flow scripts
make -C /OpenROAD-flow-scripts/flow DESIGN_CONFIG=/design/flow/config.mk WORK_HOME=/design/flow/orfs finish
```

==> load_flow_metrics.sql <==
-- load yosys + openroad results
INSERT INTO impl_metrics (metric_group, metric, value, unit) VALUES
('yosys', 'avgSynthCellArea', '6.67', 'sq um'),
('yosys', 'yosysWarningCount', '1', ''),
('finish', 'n_sequential_cell', '0', ''),
('power_and_ir_drop', 'vdd_drop_max', '0.0133', 'mV'),
('global_routing', 'overflow', '0', ''),
('yosys', 'synth_cell_type_count', '78', ''),
('yosys', 'number_of_standard_cells_reported_by_yosys', '1254', ''),
('yosys', 'synthesis.area', '0.00836', 'sq mm'),
('timing', 'final-hold-violation-count', '0', ''),
('die', 'floorplanUtilization', '30.8', '%'),
('critical_path', 'criticalPathCategory', 'primary input to primary output', ''),
('clock_tree', 'cts-hold-fix-buffers', '0', ''),
('timing', 'final_period_minus_worst_setup_slack', '11.49', 'ns'),
('timing', 'worst_slack', '5.31', 'ns'),
('timing', 'fin_setup_tns', '0', 'ns'),
('yosys', 'postSynthCellCount', '1254', ''),
('timing', 'count_of_final_max_slew_check_failures', '0', ''),
('critical_path', 'cp.required', '13.44', 'ns'),
('clock_tree', 'post-cts-setup-buffers', '0', ''),
('global_routing', 'globalRouteTotalUtil', '27.9', '%'),
('finish', 'layout-drive-gt1-share', '7.25', '%'),
('finish', 'area.growth.synth_to_final', '15.1', '%'),
('yosys', 'synth_top_cell_by_count', 'nor2_1', ''),
('power_and_ir_drop', 'power.total', '322', 'uW'),
('placement', 'place.detailed.hpwl', '31000', 'um'),
('global_routing', 'pin_count_of_the_biggest_net_entering_global_routing', '64', ''),
('critical_path', 'endpoint_kind', 'primary output', ''),
('drt', 'route.detailed.wl_per_inst', '23.8', 'um'),
('finish', 'clock_buffers', '0', ''),
('drt', 'detail_route.antenna_diodes', '0', ''),
('outcome', 'run_status', 'completed', ''),
('drt', 'routed_wirelength', '39500', 'um'),
('placement', 'port-buffer-count', '100', ''),
('critical_path', 'critical_path.startpoint_type', 'primary input', ''),
('die', 'die_width', '169', 'um'),
('yosys', 'area_leader_netlist', 'ha_1', ''),
('die', 'row_count', '60', ''),
('drt', 'detail_route.first_pass.iterations', '5', ''),
('run', 'maxCapViolCount', '0', ''),
('critical_path', 'crit_arrival', '8.13', 'ns'),
('power_and_ir_drop', 'power_density_over_the_cells', '33.5', 'mW/mm^2'),
('clock_tree', 'postCtsResizedCells', '0', ''),
('die', 'design.die.area', '0.0285', 'sq mm'),
('timing', 'min_period_over_period', '68.4', '%'),
('yosys', 'yosysTopAreaCellShare', '14.7', '%'),
('timing', 'max_slew_margin', '46.1', '%'),
('global_routing', 'grt_pass1_vias', '9422', ''),
('yosys', 'yosys.stat.seqShare', '0', '%'),
('timing', 'highest_clock_frequency_the_design_can_meet', '87.0', 'MHz'),
('placement', 'preCtsSetupSlack', '5.38', 'ns'),
('drt', 'detail_route.vias_per_cell', '6.04', ''),
('finish', 'seq_area', '0', 'sq um'),
('die', 'die-height', '169', 'um'),
('timing', 'setup_violations', '0', ''),
('global_routing', 'antenna_found_initial', '0', ''),
('run', 'stage_log_warnings', '98', ''),
('die', 'number_of_i_o_pins', '100', ''),
('timing', 'timing_worst_slew_pin_value', '0.806', 'ns'),
('drt', 'detail_route.iter0.violations', '1034', ''),
('yosys', 'common_cells', 'nor2_1 (149), o21ai_0 (112), a21oi_1 (107), nand2_1 (107), ha_1 (98)', ''),
('drt', 'vias', '10000', ''),
('min_path', 'worst_hold_path_type', 'primary input to primary output', ''),
('drt', 'count_of_antenna_violating_nets_left_after_detailed_routing', '0', ''),
('yosys', 'synth.top_cells.by_area', 'ha_1 (15%), mux4_2 (8.4%), mux2i_1 (7.3%)', ''),
('power_and_ir_drop', 'leakage', '0.00409', 'uW'),
('timing', 'rsz0062_at_grt', 'no', ''),
('placement', 'finalWeightedCongestion', '1.00', ''),
('drt', 'drcViolationCount', '0', ''),
('critical_path', 'timing.critical_path.fanout_max', '45', ''),
('global_routing', 'grt_first_pass_wirelength', '59300', 'um'),
('yosys', 'synth.yosys.chip_area', '0.00836', 'sq mm'),
('die', 'floorplan_core_area', '0.0272', 'sq mm');
## per-stage QoR
stage,hold WS (ns),std cells,utilization (%),instance area (sq um)
2_1_floorplan,6.93,1254,-,8360
3_3_place_gp,7.65,1655,35.4,9620
3_5_place_dp,7.66,1655,35.4,9620
4_1_cts,7.66,1655,35.4,9620
5_1_grt,7.73,1655,35.4,9620
6_report,7.65,1655,35.4,9620
## area by class of cell
class,instances,area (sq um)
Fill cell,3018,17600
Inverter,97,364
Multi-Input combinational cell,1059,7600
Tap cell,372,465
Timing Repair Buffer,127,1190
## critical path, stage by stage
cell and delay [ns]:
clkdlybuf4s50_1 0.46, buf_4 0.39, inv_1 0.47, ha_1 0.52, o21a_1 0.17, a2111oi_0 0.53, buf_4 0.21, nor3_1 0.06
o2111ai_1 0.34, nand4bb_1 0.24, a41oi_1 0.43, mux2i_1 0.16, xnor2_1 0.15, o21ai_0 0.15, clkdlybuf4s50_1 0.48
## report_power, final
group | internal [uW] | switching (uW)
clock network | 0 | 0
logic | 130 | 192
registers | 0 | 0
total | 130 | 192
## kinds of logic (layout without fill, tap and decap cells)
kind of cell,after synthesis,after routing,synth area share (%)
AND-OR/OR-AND,449,449,34.9
XOR/XNOR,18,18,1.89
adder cells (fa/ha/maj),100,100,15.1
buffers and inverters,195,224,9.18
multiplexers,109,109,17.9
AND/OR/NAND/NOR,383,383,20.9
## cell usage in the layout (no fill, tap or decap), types with 5 or more instances in the layout
cell	synthesis	routed
and2_1	7	7
nand2b_1	9	9
or3_1	6	6
a221oi_1	15	15
xnor2_1	13	13
o21ai_0	112	112
clkdlybuf4s50_1	0	96
o2111ai_1	10	10
nor4_1	8	8
nand4_1	9	9
and3_1	7	7
o311ai_0	7	7
a211oi_1	25	25
nand3_1	26	26
a21oi_1	107	107
o31ai_1	7	7
mux4_2	31	31
nor3_1	21	20
nand2_1	107	107
mux2i_1	61	61
nor2_1	149	149
mux2_2	17	17
a22oi_1	14	14
buf_4	3	28
ha_1	98	98
o21a_1	9	9
o221ai_1	9	9
nor2b_1	12	12
xor2_1	5	5
o22ai_1	14	14
o211ai_1	23	23
inv_1	94	94
a21o_1	23	23
o21bai_1	7	7
a211o_1	6	6
a22o_1	5	5
a31oi_1	17	17
## routing by layer
metal,GRT usage (%),routed length (um)
met5,0,0
met4,5.42,867
met3,2.31,2560
met2,43.5,17500
met1,42.3,18600
## worst paths after layout
kind  slack (ns)  endpoint  depth (start not counted)     from
min         7.65    out[1]                          5  inp2[1]
max         5.31   out[26]                         15  inp2[4]
Power is estimated from default activity; no workload was simulated.
