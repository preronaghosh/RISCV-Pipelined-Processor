### /design/flow/design.v
module decode (
    input wire clock,
    input wire [31:0] d_pc,
    input wire [31:0] inst,
    output reg [6:0] opcode,
    output reg [4:0] rd,
    output reg [4:0] rs1,
    output reg [4:0] rs2,
    output reg [2:0] funct3,
    output reg [6:0] funct7,
    output reg [31:0] imm,
    output reg [4:0] shamt
);
initial 
begin
    opcode = 0;
    rd = 0;
    rs1 = 0;
    rs2 = 0;
    funct3 = 0;
    funct7 = 0;
    shamt = 0;
    imm = 0;
end
always @(inst or d_pc)
begin
    opcode = inst[6:0];
    rd = 0;
    rs1 = 0;
    rs2 = 0;
    funct3 = 0;
    funct7 = 0;
    shamt = 0;
    imm = 0;
    case(opcode)
        7'b0110011 :  
        begin
            rd = inst[11:7];
            funct3 = inst[14:12];
            rs1 = inst[19:15];
            rs2 = inst[24:20];
            funct7 = inst[31:25];
            imm = 0;  
            shamt = 0;
            if((funct3 == 3'b001 && funct7 == 7'b0000000) ||   
                (funct3 == 3'b101 && funct7 == 7'b0000000) ||  
                (funct3 == 3'b101 && funct7 == 7'b0100000))    
            begin
                shamt = rs2[4:0]; 
            end
        end
        7'b0100011 :  
        begin
            imm[4:0] = inst[11:7];
            funct3 = inst[14:12];
            rs1 = inst[19:15];
            rs2 = inst[24:20];
            imm[11:5] = inst[31:25];
            if(inst[31] == 1'b1) 
                imm[31:12] = 20'hFFFFF;
            else 
                imm[31:12] = 0;
            shamt = 0;
            rd = 0;
            funct7 = 0;
        end
        7'b1100011 : 
        begin
            rd = 0;
            funct7 = 0;
            shamt = 0;
            funct3 = inst[14:12];
            rs1 = inst[19:15];
            rs2 = inst[24:20];
            imm[0] = 0;
            imm[4:1] =  inst[11:8];
            imm[10:5] = inst[30:25];
            imm[11] = inst[7];
            imm[12] = inst[31];
            if(inst[31] == 1'b1) 
                imm[31:13] = 19'h7FFFF;
            else 
                imm[31:13] = 0;
        end
        7'b0110111 :
        begin
            rd = inst[11:7];
            funct3 = 0;
            funct7 = 0;
            rs1 = 0;
            rs2 = 0;
            shamt = 0;
            imm[31:12] = inst[31:12];
            imm[11:0] = 0;  
        end
        7'b0010111 : 
        begin
            rd = inst[11:7];
            funct3 = 0;
            funct7 = 0;
            rs1 = 0;
            rs2 = 0;
            shamt = 0;
            imm[31:12] = inst[31:12];
            imm[11:0] = 0;  
        end
        7'b1101111 :
        begin
            rs1 = 0;
            rs2 = 0;
            funct3 = 0;
            funct7 = 0;
            shamt = 0;
            rd = inst[11:7];
            imm[19:12] =  inst[19:12];
            imm[11] =  inst[20];
            imm[10:1] = inst[30:21];
            imm[20] = inst[31];
            if (imm[20] == 1'b1)
                imm[31:21] = 11'h7FF;  
            else
                imm[31:21] = 0;  
        end
        7'b1100111 :
        begin
            funct7=0;
            rs2 = 0;
            rd = inst[11:7];
            funct3 = inst[14:12];
            rs1 = inst[19:15];
            imm[11:0] = inst[31:20]; 
            shamt = 0;
            if(inst[31] == 1'b1) 
                imm[31:12] = 20'hFFFFF;
            else 
                imm[31:12] = 0;            
        end
        7'b1110011:
        begin
            funct7 = 0;
            rs2 = 0;
            shamt = 0;
            rd = 0;
            funct3 = 0;
            rs1 = 0;
            imm = 0; 
        end
        7'b0000011 :
        begin
            funct7 = 0;
            rs2 = 0;
            shamt = 0;
            rd = inst[11:7];
            funct3 = inst[14:12];
            rs1 = inst[19:15];
            imm[11:0] = inst[31:20]; 
            if(inst[31] == 1'b1) 
                imm[31:12] = 20'hFFFFF;
            else 
                imm[31:12] = 0;  
        end
        7'b0010011 :
        begin
            funct7 = inst[31:25]; 
            rs2 = 0;  
            rd = inst[11:7];
            funct3 = inst[14:12];
            rs1 = inst[19:15];
            imm = 0;  
            if (funct3 == 3'b001 || (funct3 == 3'b101 && (funct7 == 7'b0000000 || funct7 == 7'b0100000)))  
            begin
                shamt = inst[24:20];
            end
            else  
            begin
                imm[11:0] = inst[31:20];
                if(inst[31] == 1'b1) 
                    imm[31:12] = 20'hFFFFF;
                else 
                    imm[31:12] = 0;
            end
        end
        default : 
        begin
            rd = 0;
            funct3 = 0;
            rs1 = 0;
            rs2 = 0;
            funct7 = 0;
            imm = 0;
            shamt = 0;
        end
    endcase
end
endmodule
### /design/flow/run.sh
#!/bin/bash
# OpenROAD 26Q1-2900-gdf79404cd8, Yosys 0.63+post, stock flow scripts
make -C /OpenROAD-flow-scripts/flow DESIGN_CONFIG=/design/flow/config.mk WORK_HOME=/design/flow/orfs finish
### /design/flow/config.mk
export PLATFORM = sky130hd
export DESIGN_NAME = decode
export DESIGN_NICKNAME = decode
export VERILOG_FILES = /design/flow/design.v
export SDC_FILE = /design/flow/constraint.sdc
export NUM_CORES = 4
export LEC_CHECK = 1
export CORE_AREA = 10 10 91 91
export DIE_AREA = 0 0 101 101
### /design/flow/constraint.sdc
current_design decode

set clk_period 5.2
set clk_io_pct 0.2

create_clock -name clk0 -period $clk_period

set non_clock_inputs [all_inputs -no_clocks]
set_input_delay [expr $clk_period * $clk_io_pct] -clock clk0 $non_clock_inputs
set_output_delay [expr $clk_period * $clk_io_pct] -clock clk0 [all_outputs]
==> out/summary.txt <==
Status - completed
Ys cells - 151
CP arrival - 3520 ps
Netlist cell types - 42
RSZ-0062 raised after global routing - no
YS chip area - 1040 µm²
Count leader, synth - and2_1
Worst Setup SP - inst[3]
# DRC - 0
Vias - 1401
Share of layout cells above drive strength 1 - 10.4%
Pre-CTS WS - 616 ps
Final hold vios - 0
CP required - 4160 ps
Max-slew headroom - 53.9%
Initial Util - 16.5%
PwrDens - 39.7 nW/µm²
Worst Setup Start Kind - input pin
Hold Buf Count CTS - 0
Synth area leader - and2_1
Iter 0 DRT Violations - 49
Worst hold path type - in -> out
Maximum fanout along the worst path - 17
Yosys warns - 1
Vias in the first global route - 1380
Clock buf count - 0
Port Buffer Count - 101
Final worst path period share - 87.7%
Vias per inst - 4.42
Core Region - 6350 µm²
Fill count - 668
Seq cells - 0
Ant diodes - 0
First-pass DRT Iterations - 4
Largest net degree at the start of global routing - 18
Max Freq - 0.219 GHz
Setup bufs post-CTS - 0
Pleak - 0.803 nW
Initial antenna violation count - 0
First-pass GRT wire length - 7.80 mm
Mapped Cells - 151
Clock period minus worst slack - 4560 ps
Pin slew with the least headroom to its limit - 686 ps
Worst Path Class, Setup - in -> out
Reg area - 0 µm²
Synthesis-to-layout area growth - 97.4%
VDD IR-drop max - 0.0272 mV
Die area - 10200 µm²
Ports - 134
CTS resizes - 0
Drt wl/cell - 15.7 µm
Comb area - 921 µm²
Post-synth seq share - 0%
Slew Viols, Final - 0
Post-route ant nets - 0
Endpoints failing setup - 0
HPWL Detailed - 4.26 mm
Worst hold path startpoint - inst[0]
Syn avg cell area - 6.92 µm²
Hold-critical path depth - 2
Remaining global-route overflow - 0
Setup ws final - 638 ps
Die width - 101 µm
Max-cap violations - 0
Netlist Area Pre-Place - 1040 µm²
Die Ht - 101 µm
Count of tool warnings - 65
Top post-synthesis cells by count - and2_1 (24), nand2_1 (19), o21ai_2 (10)
Total track usage - 9.25%
Setup total negative slack - 0 ps
CP endpoint kind - output pin
Max-area cell share - 14.4%
Cell row count - 29
Worst Hold Path EP - opcode[0]
Routed WL - 4.98 mm
Placer congestion estimate - 0.860
Synth area leaders - and2_1 (14%), o21ai_2 (8.4%), nand2_1 (6.8%)
==> worst max-delay path, cell delays in order <==
cell             delay [ps]
clkdlybuf4s50_1         770
and4bb_2                370
o2111a_4                210
a21oi_4                 470
and2b_1                 250
clkdlybuf4s50_1         400
==> kinds of logic (layout without fill, tap and decap cells) <==
kind of cell	count (synthesis)	count (layout)	share of synthesized area, %
and+or+nand+nor	89	89	49.1
buffers and inverters	18	107	12.5
AOI/OAI and AO/OA	44	44	38.4
==> layer usage <==
| layer | routed length [µm] | global-route usage, % |
|---|---|---|
| met1 | 2130 | 12.4 |
| met5 | 0 | 0 |
| met2 | 2500 | 16.0 |
| met4 | 0 | 0 |
| met3 | 357 | 1.73 |
==> cell usage in the layout, fill, tap and decap left out, types with 2 or more instances in the layout <==
master           instances
or2_2                    2
a21oi_1                  2
nand2b_1                 4
clkdlybuf4s50_1        101
a2111oi_4                2
a22o_1                   4
and2_1                  24
and2b_1                  6
inv_1                    3
a22oi_1                  2
o21ai_0                  5
and3_1                   7
nor2b_1                  3
nor2_1                   8
o21ai_2                 10
nand2_1                 19
nand3_1                  4
buf_4                    3
a21o_1                   8
nor3_1                   3
==> through the flow <==
stage          total power [mW]  cell area [µm²]  hold WS, ps  util (%)  instances
2_1_floorplan            0.0334             1040         2130         -        151
3_3_place_gp             0.0829             2060         2980      32.5        317
3_5_place_dp             0.0827             2060         2980      32.5        317
4_1_cts                  0.0832             2060         2980      32.5        317
5_1_grt                  0.0900             2060         3000      32.5        317
6_report                 0.0818             2060         2980      32.5        317
==> area by class of cell <==
class | count | share of cell area, %
Timing Repair Buffer | 104 | 50.1
Inverter | 3 | 0.546
Tap cell | 77 | 4.67
Multi-Input combinational cell | 133 | 44.7
==> worst max-delay path by stage <==
stage / cells past startpoint / end
after CTS: 6 / imm[8]
after global routing: 5 / shamt[2]
final: 6 / imm[8]
==> where the power goes <==
| part | total [mW] | switching [mW] | leakage [nW] | internal, mW |
|---|---|---|---|---|
| sequential | 0 | 0 | 0 | 0 |
| clock | 0 | 0 | 0 | 0 |
| combinational | 0.0818 | 0.0348 | 0.803 | 0.0470 |
| total | 0.0818 | 0.0348 | 0.803 | 0.0470 |
Power figures rest on the tool's default switching activity, not on a simulated workload.
